==> flow/design.v <==
module code(
    input [0:0] Clk,
    input [0:0] Reset,
    input [0:0] Slt,
    input [0:0] En,
    output reg [63:0] Output0,
    output reg [63:0] Output1
    );
reg [1:0] op = 2'b01;
always@(posedge Clk) begin
    if (Reset == 1'b1) begin
		Output0 <= 64'h0;
		Output1 <= 64'h0;
	end
	else if (En == 1'b1) begin
		if (Slt == 1'b0) begin
			Output0 <= Output0 + 64'h1;
        end
        else begin
            op <= op + 2'b01;
            if (op == 2'b00) begin
                Output1 <= Output1 + 64'h1;
            end
        end
    end
end
endmodule
==> flow/run.sh <==
#!/bin/bash
# OpenROAD 26Q1-2900-gdf79404cd8, Yosys 0.63+post, stock flow scripts
make -C /OpenROAD-flow-scripts/flow DESIGN_CONFIG=/design/flow/config.mk WORK_HOME=/design/flow/orfs finish
==> flow/config.mk <==
export PLATFORM = sky130hd
export DESIGN_NAME = code
export DESIGN_NICKNAME = code
export VERILOG_FILES = /design/flow/design.v
export SDC_FILE = /design/flow/constraint.sdc
export NUM_CORES = 4
export LEC_CHECK = 1
export CORE_UTILIZATION = 30
==> flow/constraint.sdc <==
current_design code

set clk_period 15.2
set clk_io_pct 0.2

create_clock -name clk0 -period $clk_period [get_ports {Clk}]

set non_clock_inputs [all_inputs -no_clocks]
set_input_delay [expr $clk_period * $clk_io_pct] -clock clk0 $non_clock_inputs
set_output_delay [expr $clk_period * $clk_io_pct] -clock clk0 [all_outputs]
==> notes.md <==
run metrics: outcome=finished clean, gpl congestion=around 0.83, Site Rows=52, CTS Root Cell=clkbuf_16, Latency at later pin=350 ps, CP Data Arrival Time=5800 ps, die area=approximately 22000 um^2, fp util=30.9%, Cell Type Count=38, CP startpoint kind=input pin, DP HPWL=12.4 mm, Chip Area, Yosys=about 6300 um^2, highest clock rate=about 180 MHz, core area=approximately 20000 um^2, post-CTS setup buffers=0, Horiz. Die Dim=147 um, Layout Skew=around 1.8 ps, post-synthesis cell area=6340 um^2, CP cell instances=clkdlybuf4s50_1 > nand3b_1 > nor3_2 > nand4_1 > or4_1 > a21oi_1, MUX area fraction=0.158%, Leak Pwr=around 2.7 nW, Logic family by area=simple AND/OR/NAND/NOR gates, Hold Path Class=reg -> reg, CTS max path bufs=2, Tcrit/Tclk final=roughly 36%, ys flops=around 130, layout cells sized above 1=under 10%, Synth Flop Type=dfxtp_1, Clock H-tree levels=4, clk slew on worst S/H paths=50 ps, Max stage delay cell, worst path=or4_1, endpoint class of the critical path=flop, CTS buffer count=17, pre-CTS setup slack=9320 ps, Post-Layout Inst Area=8540 um^2, fin worst setup slack=between 9000 and 10000 ps, critical path type=in -> reg, Top-area cell share=approximately two fifths, RSZ-0062 raised after global routing=false, slew margin rel.=42.3%, yosys aoi share=11.1%, ant diodes=0, CTS tree=built, Critical Path RT=15490 ps, Slew Limit Fails=0, Final Hold Viols=0, final critical-path required period=approximately 5500 ps, Vias=6067, Adder Area Share=0.592%, Seq/Total Area, Yosys=41.4%, vias in the first global route=5577, Area Overhead vs Synth=34.6%, max_cap viols=0, placed instance area=7910 um^2, top cells, area=dfxtp_1, xor2_1, a21oi_1, cell type with the largest total area=dfxtp_1, Routed WL per cell=15.0 um, Antenna Violating Nets Remaining=0, number of synthesized flops with an enable pin=2, XOR Share, Synth=under 10%, WP buf/inv=1, number of I/O port buffers=131, total global-route track usage=16.8%, setup TNS=0 ps, CP delay by family, top=simple AND/OR/NAND/NOR gates, Gate Count Post-Synth=764, Avg Inst Size Synth=slightly above 8 um^2, die y size=147 um, Resize count post-CTS=0, cells in synth_stat.txt=764, io pins=132, initial antenna violation count=0, DRC viols=0, final WL=~18 mm, total clock sinks=130, number of DRC markers in iteration 0=274, Critical Path Fanout Max=17, largest net degree at the start of global routing=53, Peak VDD IR=between 0.05 and 0.06 mV, yosys warns=1, GRT overflow=0, Log Warnings=160, Pwr Density=85.7 nW/um^2, drt pass-1 iters=8, Worst-Margin Slew=859 ps, Synth Area in Simple Gates=35.9%, slowest stage delay, CP=660 ps, ys async rst share=0%, first-pass GRT wire length=29.2 mm, drt via density=about 5.2, Hold-fix buffers, CTS=0, setup-violating endpoint count in the final report=0
[cell usage after synthesis, types with 3 or more instances]
| cell | n |
|---|---|
| dfxtp_1 | 128 |
| nor2_1 | 83 |
| a21oi_1 | 65 |
| nand2_1 | 61 |
| nand3_1 | 53 |
| nand4_1 | 48 |
| or3_1 | 43 |
| xor2_1 | 43 |
| o21ai_0 | 42 |
| or4_1 | 25 |
| o31ai_1 | 21 |
| clkbuf_1 | 20 |
| xnor2_1 | 18 |
| inv_1 | 17 |
| and3_1 | 16 |
| nor3_1 | 13 |
| nor4_1 | 13 |
| and2_1 | 10 |
| nand4_2 | 6 |
| nor2b_1 | 5 |
| nor4_4 | 5 |
| and4_1 | 3 |
| ha_1 | 3 |
| nor4_2 | 3 |
| or2_2 | 3 |
[per-stage QoR]
stage	util, %	total power, W	hold slack [ps]	cells
finish	41.7	0.000732	494	1177
global route	41.7	0.000813	516	1177
CTS	41.7	0.000796	491	1177
detailed placement	38.6	0.000361	484	1145
global placement	38.6	0.000361	476	1145
floorplan	-	0.000356	439	764
[registers in the layout (all words and copies together), names as in the netlist]
signal and cells:
op 2, Output1 64, Output0 64
[tightest hold or removal path: cells and delay by family (launching register included)]
family          cells  cell delay [ps]
compound gates      2              130
flops               1              310
[power by group]
part,switching (W),internal [W],total (W)
sequential,0.000000690,0.000343,0.000344
combinational,0.00000728,0.00000265,0.00000993
clock,0.000110,0.000269,0.000378
total,0.000118,0.000614,0.000732
[cell type report]
cell class | count | area [um^2]
Clock inverter | 13 | 170
Multi-Input combinational cell | 594 | 3560
Timing Repair Buffer | 134 | 1330
Inverter | 17 | 63.8
Sequential cell | 130 | 2620
Clock buffer | 19 | 453
Tap cell | 270 | 338
Fill cell | 2041 | 12000
[metal layers]
layer,global-route usage [%],routed length (um)
met5,0,0
met4,1.49,182
met3,2.93,1030
met2,25.9,7770
met1,26.0,8630
[logic make-up (layout without fill, tap and decap cells)]
| kind of cell | Yosys count | in the layout |
|---|---|---|
| AND-OR/OR-AND | 129 | 129 |
| XOR/XNOR | 61 | 61 |
| adder cells (fa/ha/maj) | 3 | 3 |
| buffers and inverters | 40 | 183 |
| flip-flops | 130 | 130 |
| multiplexers | 1 | 1 |
| AND/OR/NAND/NOR | 400 | 400 |
[cell usage in the layout, fill, tap and decap left out, types with 2 or more instances in the layout]
cell / count
and2_1: 10
clkinv_4: 2
or2_2: 3
clkbuf_8: 2
clkbuf_16: 17
nand4b_1: 2
nor4_2: 3
inv_1: 17
bufinv_16: 3
a21oi_1: 65
nand4_2: 6
nand3_1: 53
buf_4: 4
o21ai_0: 42
nor2_1: 83
dfxtp_1: 128
edfxtp_1: 2
o31ai_1: 21
and4_1: 3
nor4_4: 5
or4_1: 25
nor2b_1: 5
nor3_1: 13
nand2_1: 61
nand3_2: 2
xnor2_1: 18
or3_1: 43
xor2_1: 43
ha_1: 3
inv_6: 5
and3_1: 16
nor4_1: 13
nand4_1: 48
clkdlybuf4s50_1: 130
[worst paths after layout]
| check | cells past startpoint | startpoint | slack, ps | to |
|---|---|---|---|---|
| worst max-delay path | 6 | En[0] | 9690 | Output0[60] |
| worst min-delay path | 2 | Output1[63] | 490 | Output1[63] |
| worst max register to register | 5 | Output0[8] | 12420 | Output0[55] |
| worst min register to register | 2 | Output1[63] | 490 | Output1[63] |
Power figures rest on the tool's default switching activity, not on a simulated workload.
