[/design/flow/design.v]
`timescale 1ns / 1ps
module interleaver(
    input clk2,
    input rst_n,
    input din,
    input din_valid,
    output reg dout,
    output reg dout_valid
    );
parameter SIZE = 8;
reg [127:0] temp ;
reg [5:0] in_state;
reg [6:0] out_state;
reg op_state;
wire [6:0] num;
assign num = {~op_state, out_state[2:0], out_state[5:3]};
always @ (posedge clk2 or negedge rst_n) begin
    if (!rst_n) begin
        in_state <= 0;
        out_state <= 7'b1000000;
        op_state <= 0;
    end
    else begin
        if (in_state < 63 && out_state[6]) begin
            if (din_valid) begin
                in_state <= in_state + 1;
                temp[in_state + 64 * op_state] <= din;
            end
            else begin
            end
        end
        else if (in_state == 63 && out_state[6]) begin
            if (din_valid) begin
                in_state <= 0;
                out_state <= 0;
                op_state <= ~op_state;
                temp[in_state + 64 * op_state] <= din;
            end
            else begin
            end
        end
        else if (out_state < 63 && !out_state[6]) begin
            if (din_valid) begin
                in_state <= in_state + 1;
                out_state <= out_state + 1;
                temp[in_state + 64 * op_state] <= din;
            end
            else begin
                out_state <= out_state + 1;
            end
        end
        else if (out_state == 63 && !out_state[6] && in_state < 63) begin
            if (din_valid) begin
                in_state <= in_state + 1;
                out_state <= 7'b1000000;
                temp[in_state + 64 * op_state] <= din;
            end
            else begin
                out_state <= 7'b1000000;
            end
        end
        else if (out_state == 63 && !out_state[6] && in_state == 63) begin
            if (din_valid) begin
                in_state <= 0;
                out_state <= 7'b0000000;
                op_state <= ~op_state;
                temp[in_state + 64 * op_state] <= din;
            end
            else begin
                out_state <= 7'b1000000;
            end
        end
    end
end
always @(posedge clk2 or negedge rst_n) begin
    if (!rst_n) begin
        dout <= 0;
        dout_valid <= 0;
    end
    else if (out_state[6]) begin
        dout <= 0;
        dout_valid <= 0;
    end 
    else begin
        dout_valid <= 1;
        dout <= temp[num];
    end
end
endmodule
[/design/flow/config.mk]
export PLATFORM = sky130hd
export DESIGN_NAME = interleaver
export DESIGN_NICKNAME = interleaver
export VERILOG_FILES = /design/flow/design.v
export SDC_FILE = /design/flow/constraint.sdc
export NUM_CORES = 4
export LEC_CHECK = 1
export CORE_UTILIZATION = 40
[/design/flow/constraint.sdc]
current_design interleaver

set clk_period 6.3
set clk_io_pct 0.2

create_clock -name clk0 -period $clk_period [get_ports {clk2}]

set non_clock_inputs [all_inputs -no_clocks]
set_input_delay [expr $clk_period * $clk_io_pct] -clock clk0 $non_clock_inputs
set_output_delay [expr $clk_period * $clk_io_pct] -clock clk0 [all_outputs]
[/design/flow/run.sh]
#!/bin/bash
# OpenROAD 26Q1-2900-gdf79404cd8, Yosys 0.63+post, stock flow scripts
make -C /OpenROAD-flow-scripts/flow DESIGN_CONFIG=/design/flow/config.mk WORK_HOME=/design/flow/orfs finish
==> impl_metrics.yaml <==
# implementation run metrics
outcome:
  outcome: "finished clean"
floorplanning:
  die_h_um: 155
  initial_utilization: 0.410
  io_pins: 6
  core_mm2: 0.0227
  die_x_um: 155
  dieArea_mm2: 0.0239
  fp-row-count: 55
cts:
  hold_buffers: 0
  cts_tree: "yes"
  cts_setup_buffers: 0
  cts.sinks: 144
  clock_latency_ns: 0.42
  cts_resized: 0
  clk_pin_slew_ns: 0.06
  root_buffer: "clkbuf_16"
  cts-buffers-inserted: 17
  cts_buffer_depth: 2
  h-tree-depth: 4
finish:
  syn2layout_area_growth_pct: 7.99
  drive_gt1_frac: 0.307
  num-fill-cells: 1986
flow_run:
  warnings: 34
  timing.max_cap.violations: 0
sta:
  final_max_slew_viol_count: 0
  worst_clock_skew_ns: 0.00934
  fmax_mhz: 252
  worstMarginPinSlew_ns: 0.904
  period_used_share: 0.631
  setup-tns-final_ns: 0
  period_minus_slack_ns: 3.97
  rsz0062_at_grt: "false"
  maxSlewHeadroom: 0.397
  setup_viol: 0
  hold_viol: 0
critical_path:
  timing.rr.start: "in_state[0]"
  cp.arrival_ns: 4.14
  path_class: "register to register"
  r2r-end: "temp[51]"
  crit_path_cell_trace: "inv_1, ha_1, inv_1, ha_1, o21bai_1, a21oi_2, o31ai_1, ha_1, inv_1, o2111ai_2, buf_4, a211oi_1, o211ai_1, mux2_1"
  ff2ff_path_depth: 14
  cp_max_fo: 16
  r2r_slack_ns: 2.33
  crit_required_ns: 6.47
  cp_slowest_cell: "a211oi_1"
  end_kind: "register"
  critPathMaxStageDelay_ns: 0.63
  crit_path_start: "in_state[0]"
  cp_top_family: "AND-OR/OR-AND gates"
  start_kind: "register"
  critPathBufInv: 4
drt:
  wl_per_cell_um: 22.7
  avgViaCountPerCell: 6.43
  drc_errors: 0
  postRouteAntennaNets: 0
  first_pass_iters: 5
  num_antenna_cells: 0
  num_vias: 6440
  wl_um: 22700
  drt-initial-drc-count: 571
global_route:
  grt_usage: 0.208
  grt_pass1_vias: 6401
  grt_antenna_before_repair: 0
  grt_pass1_wl_um: 36500
  grt-ovfl-total: 0
  grt_max_degree: 101
placement:
  place_congestion: 0.973
  io_buffers: 5
  dp_hpwl_um: 14100
yosys:
  synth.distinct_cells: 64
  ys_area_mm2: 0.00931
  syn-mean-instance-area_um2: 12.6
  synth-cells-yosys: 741
  ff_type: "edfxtp_1"
  syn_area_mm2: 0.00931
  synthArstFlopShare: 0.111
  synth_seq_share: 0.456
  yosysWarnings: 1
  edf_count: 128
  syn-instance-count: 741
  numSynthFlops: 144
hold_path:
  holdPathEnd: "temp[28]"
  hold_path_depth: 1
  min_from: "temp[28]"
  min_path_type: "register to register"
cells in the mapped netlist, drive strengths merged (16+ instances only):
cell | number | area, µm²
mux2 | 136 | 1530
edfxtp | 128 | 3840
nand4 | 69 | 432
o211ai | 64 | 480
clkbuf | 42 | 158
buf | 35 | 206
mux4 | 29 | 653
inv | 23 | 86.3
a211oi | 20 | 230
nor3 | 18 | 175
nand2 | 17 | 66.3
nand3 | 17 | 85.1
ha | 16 | 200
nor2 | 16 | 60.1
cells by family (layout without fill, tap and decap cells):
kind of cell | after synthesis | in the layout | synth area share
simple gates | 162 | 162 | 0.106
buf+inv | 100 | 75 | 0.0484
fa+ha+maj | 16 | 16 | 0.0215
xor+xnor | 6 | 6 | 0.00645
flops | 144 | 144 | 0.456
mux | 166 | 166 | 0.236
compound gates | 147 | 147 | 0.126
worst reg2reg max path: stages (launching register included):
cell       delay (ns)
dfrtp_1          0.54
inv_1            0.15
ha_1             0.29
inv_1            0.08
ha_1             0.21
o21bai_1         0.11
a21oi_2          0.37
o31ai_1          0.15
ha_1             0.21
inv_1            0.09
o2111ai_2        0.09
buf_4            0.24
a211oi_1         0.63
o211ai_1         0.20
mux2_1           0.36
sequential cells by signal, summed over array words and instances, names as in the netlist:
| register | count |
|---|---|
| temp | 128 |
| out_state | 7 |
| in_state | 6 |
| dout | 1 |
| dout_valid | 1 |
| op_state | 1 |
routing by layer:
metal  global-route usage  up-vias  share of wire
met5                    0        -              0
met4               0.0490        0          0.029
met3               0.0659       38          0.076
met2                0.304      233           0.45
met1                0.321     3230           0.44
li1                     -     2939              -
how the worst max path moves through the flow:
stage          end  slack [ns]  cells past startpoint
4_1_cts   temp[50]        2.38                     14
5_1_grt   temp[50]        2.05                     14
6_report  temp[51]        2.33                     14
per-stage QoR:
stage	utilization	hold slack (ns)	setup slack, ns	instance area (µm²)	instances
finish	0.442	0.559	2.33	10000	1001
global route	0.442	0.574	2.05	10000	1001
CTS	0.442	0.563	2.38	10000	1001
detailed placement	0.418	0.549	2.40	9500	969
global placement	0.418	0.542	2.39	9500	969
floorplan	-	0.520	1.54	9310	741
cell usage in the layout (no fill, tap or decap), types with 3 or more instances in the layout:
cell and instances:
nor3_2 16, mux2_2 95, nand3b_1 3, o21ai_0 8
buf_4 14, inv_1 22, o31ai_1 3, nand2_1 16
clkinv_4 3, a22oi_1 4, mux2_1 41, a211oi_2 11
nor4_1 3, clkbuf_16 17, nor2b_1 5, nand3_1 17
xnor2_1 3, mux4_2 29, nor2_1 16, dfrtp_1 14
a211oi_1 7, inv_6 6, a21oi_1 12, edfxtp_1 128
ha_1 16, a31oi_1 3, clkdlybuf4s50_1 4, o211ai_1 64
nand4_1 69, o22ai_1 5
area by class of cell:
| cell class | instances | area, µm² | area share |
|---|---|---|---|
| inverter | 23 | 86.3 | 0.00859 |
| timing repair buffer | 20 | 170 | 0.0169 |
| sequential | 144 | 4250 | 0.423 |
| clock inverter | 14 | 121 | 0.0121 |
| multi-input combinational | 497 | 4640 | 0.462 |
| tap | 285 | 357 | 0.0355 |
| clock buffer | 18 | 429 | 0.0427 |
