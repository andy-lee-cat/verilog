## run.sh

```bash
#!/bin/bash
# OpenROAD 26Q1-2900-gdf79404cd8, Yosys 0.63+post, stock flow scripts
make -C /OpenROAD-flow-scripts/flow DESIGN_CONFIG=/design/flow/config.mk WORK_HOME=/design/flow/orfs finish
```

## config.mk

```make
export PLATFORM = sky130hd
export DESIGN_NAME = alu
export DESIGN_NICKNAME = alu
export VERILOG_FILES = /design/flow/design.v
export SDC_FILE = /design/flow/constraint.sdc
export NUM_CORES = 4
export LEC_CHECK = 1
export CORE_UTILIZATION = 30
```

## constraint.sdc

```tcl
current_design alu

set clk_period 28.6
set clk_io_pct 0.2

create_clock -name clk0 -period $clk_period [get_ports {clk}]

set non_clock_inputs [all_inputs -no_clocks]
set_input_delay [expr $clk_period * $clk_io_pct] -clock clk0 $non_clock_inputs
set_output_delay [expr $clk_period * $clk_io_pct] -clock clk0 [all_outputs]
```

## design.v

```verilog
`timescale 1ns / 1ps
module alu(
    input [31:0] input_a,
    input [31:0] input_b,
    input [1:0] op,
    input clk,
    input en, 
    output reg [31:0] result
);  
    wire [31:0] temp_result;
    assign temp_result = (op == 2'd0) ? (input_a + input_b) :
                         (op == 2'd1) ? (input_a - input_b) :
                         (op == 2'd2) ? (input_a & input_b) :
                                        (input_a | input_b);
    always @(posedge clk) begin
        if (en == 1'b1) begin
            result <= temp_result;
        end
        else begin
            result <= result;
        end
    end
endmodule
```

==> results.ini <==
[route]
drcViolationCount = 0
overall_via_count_from_detail_route = 5808
drt_wl_total_um = 17600
drt.antenna.violating_nets = 0
top_layer = met4
post_drt_wl_per_cell_um = 15.9
dr.first_iter.drc_count = 432
routed-wl-met3_um = 1060
average_via_count_per_standard_cell = 5.25
routedLengthMet1_um = 8540
met2_wirelength_um = 7680
antenna_diode_count = 0
first_pass_iteration_count_of_the_detailed_router = 7

[yosys]
netlist-cell-type-count = 74
yosysCellCount = 776
yosys_warnings = 1
flip_flops_with_a_built_in_enable = 32
top_area_cell = ha_1
flop_cell = edfxtp_1
seq_area_frac_synth = 0.166
yosys_area_um2 = 5790
synth.ff_latch_count = 32
syn_avg_cell_area_um2 = 7.47
synth_top_area_share = 0.205
postSynthCellCount = 776
netlist_area_um2 = 5790
synth.top_cells.by_area = ha_1, edfxtp_1, a21oi_1
postSynth.asyncResetShare = 0

[sta]
slew_headroom = 0.504
period_needed_ns = 9.04
grt_setup_unrepaired = false
report.final.hold_viol_count = 0
final.setup.tns_ns = 0
finalMaxSlewViolations = 0
report.final.setup_viol = 0
setup_ws_final_ns = 19.56
final.hold.worst_slack_ns = 5.93
finalCritPeriodShare = 0.316
fmax_mhz = 111
worstMarginPinSlew_ns = 0.744

[final_layout]
largest_register = result
fillcell_total = 1941
layout-drive-gt1-share = 0.0354
layout.area.seq_um2 = 961
comb_area_um2 = 4280
syn_to_final_growth_pct = 22.5
final_core_util = 0.377
largest_reg_flops = 32
reg_top3 = result (32)
postLayoutCellArea_um2 = 7100

[cts]
cts_tree = yes
path_clk_slew_ns = 0.05
tritoncts.num_buffers = 5
cts_resized = 0
cts_htree_levels = 2
cts.sinks = 32
cts.path.max_buffers = 2
cts_post_setup_buffers_inserted = 0
postCtsHoldBufs = 0
root_buffer = clkbuf_16

[place]
io_buffers = 99
place.detailed.hpwl_um = 13600
pre_cts_ws_ns = 19.34
detailed_place.area_um2 = 6960
globalplace.congestion = 0.959

[floorplan]
area_of_the_die_um2 = 19900
die_x_um = 141
floorplan.io_pins = 100
fp.dieH_um = 141
row_count = 50
coreArea_um2 = 18800
fp-utilization = 0.308

[hold_path]
hp-class = primary input to flip-flop

[setup_path]
critPathSlowestCell = a21oi_1
crit_fanout = 6
critical_path.cell_chain = clkdlybuf4s50_1 -> inv_1 -> ha_1 -> fa_1 -> o21ba_2 -> nor4_1 -> o21ai_1 -> a21oi_1 -> o211ai_1 -> o31a_1 -> mux2i_1 -> a311oi_1
cp-end-kind = flip-flop
cp_data_arrival_time_ns = 9.13
worst_setup_path_start_kind = primary input
setup_cp_type = primary input to flip-flop
slowest_delay_ns = 0.52
timing.critical_path.required_ns = 28.70

[power]
vdd_drop_max_v = 0.0000189
leak_nw = 3.04
cellPowerDensity_nw_per_um2 = 32.7

[global_routing]
first_global_vias = 5463
pin_count_of_the_biggest_net_entering_global_routing = 53
antenna_found_initial = 0
grt_util_all_layers = 0.184
grt_pass1_wl_um = 28500
globalRoute.totalOverflow = 0

[flow_run]
warning_count = 88
max-cap-violations = 0

[status]
outcome = completed

-- cell usage after synthesis, drive strengths merged (16+ instances only) --
cell	n
nand2	52
nor2	58
nand3	17
clkbuf	24
nor3	21
o211ai	16
ha	95
a21oi	88
o21ai	50
edfxtp	32
buf	16
inv	101
-- stage by stage --
step / std cells / power [mW]
after detailed placement: 1099 / 0.177
after global placement: 1099 / 0.177
after floorplan: 776 / 0.132
after CTS: 1107 / 0.234
after global routing: 1107 / 0.249
final: 1107 / 0.232
-- placed cells by master (no fill, tap or decap), types with 4 or more instances in the layout --
master,synthesis,final
clkdlybuf4s50_1,0,96
o21ai_1,4,4
nand3_1,17,17
or4_1,4,4
a221oi_1,7,7
edfxtp_1,32,32
ha_1,95,95
a21o_1,10,10
nor2b_1,12,12
nor2_1,58,58
o31ai_1,8,8
nand2_1,52,52
o21ai_0,46,46
clkbuf_16,0,5
and3_1,8,8
o211ai_1,15,15
o2111ai_1,5,5
xnor2_1,13,13
nor3_1,21,21
a21oi_1,88,88
a311oi_1,6,6
a211o_1,5,5
a31oi_1,6,6
buf_4,0,4
mux2i_1,9,9
and2_1,4,4
nand4_1,9,9
nor4_1,10,10
or3_1,6,6
a31o_2,4,4
a211oi_1,8,8
inv_1,100,100
o21bai_1,8,8
nand2b_1,7,7
-- path summary, 6_finish.rpt --
path / start / endpoint / slack, ns / cells past startpoint
hold / removal: op[1] / result[3] / 5.93 / 2
setup / recovery: input_a[0] / result[24] / 19.56 / 12
-- cell type report --
class,count,area share
timing repair buffer,103,0.142
clock buffer,6,0.0182
sequential,32,0.135
tap,260,0.0458
multi-input combinational,601,0.603
inverter,103,0.0545
clock inverter,2,0.00159
-- metal layers --
| metal | track usage | vias to the layer above |
|---|---|---|
| met5 | 0 | - |
| met1 | 0.273 | 2666 |
| met3 | 0.0304 | 20 |
| met2 | 0.291 | 197 |
| li1 | - | 2925 |
| met4 | 0.0269 | 0 |
-- cells by family (layout without fill, tap and decap cells) --
| group | Yosys count | count (layout) | synth area share |
|---|---|---|---|
| AOI/OAI and AO/OA | 250 | 250 | 0.279 |
| muxes | 14 | 14 | 0.0292 |
| buffers and inverters | 143 | 214 | 0.0959 |
| adders and majority gates | 97 | 97 | 0.212 |
| DFF | 32 | 32 | 0.166 |
| xor gates and xnor gates | 15 | 15 | 0.0227 |
| and+or+nand+nor | 225 | 225 | 0.196 |
-- critical path, delay by kind of cell --
kind / cells / cell delay (ns)
adders and majority gates: 2 / 0.62
AOI/OAI and AO/OA: 6 / 1.78
buffers and inverters: 2 / 0.54
muxes: 1 / 0.12
and+or+nand+nor: 1 / 0.34
-- where the power goes --
part           switching [mW]  internal, mW
clock network          0.0236        0.0321
logic                  0.0633        0.0517
registers             0.00191        0.0599
Power figures rest on the tool's default switching activity, not on a simulated workload.
